==> run.sh <==
#!/bin/bash
# OpenROAD 26Q1-2900-gdf79404cd8, Yosys 0.63+post, stock flow scripts
make -C /OpenROAD-flow-scripts/flow DESIGN_CONFIG=/design/flow/config.mk WORK_HOME=/design/flow/orfs finish
==> config.mk <==
export PLATFORM = sky130hd
export DESIGN_NAME = execute_mux
export DESIGN_NICKNAME = execute_mux
export VERILOG_FILES = /design/flow/design.v
export SDC_FILE = /design/flow/constraint.sdc
export NUM_CORES = 4
export LEC_CHECK = 1
export CORE_AREA = 10 10 70 70
export DIE_AREA = 0 0 80 80
==> constraint.sdc <==
current_design execute_mux

set clk_period 1.0
set clk_io_pct 0.2

create_clock -name clk0 -period $clk_period

set non_clock_inputs [all_inputs -no_clocks]
set_input_delay [expr $clk_period * $clk_io_pct] -clock clk0 $non_clock_inputs
set_output_delay [expr $clk_period * $clk_io_pct] -clock clk0 [all_outputs]
==> design.v <==
`timescale 1ns / 1ps
module execute_mux(
input [31:0] RD2,
input [31:0] ImmExt,
input ALUSrc,
output [31:0] SrcB
    );
    assign SrcB = (ALUSrc) ? ImmExt : RD2;
endmodule
==> impl_results.rst <==
Synthesis and place-and-route
=============================

.. list-table::
   :header-rows: 1

   * - Metric
     - Value
   * - Tally of clock buffers in the finished layout
     - 0
   * - Fin. Hold Viols
     - 0
   * - Number of antenna repair diodes
     - 0
   * - Number of placed cells counting well taps
     - 177
   * - Cell area after synthesis
     - 544 um^2
   * - Area of the placeable core
     - 3420 um^2
   * - Hold path start
     - ImmExt[29]
   * - Filler instances
     - 362
   * - Final count of negative-setup-slack endpoints
     - 32
   * - Die outline height
     - 80 um
   * - Slew Limit Fails
     - 0
   * - Half-perimeter wire length after placement
     - 2380 um
   * - Placer's final routability congestion estimate
     - 0.755
   * - DR WL/cell
     - 14.7 um
   * - Total Routing Usage GR
     - 0.0750
   * - Share of the core filled with cells in the final layout
     - 0.449
   * - Classification of the worst-slack hold path
     - in2out
   * - GRT overflow
     - 0
   * - Number of remaining DRC errors
     - 0
   * - X dimension of the die
     - 80 um
   * - Type of destination of the critical path
     - primary output
   * - Worst hold margin
     - 0.695 ns
   * - Top Family by Delay on Critical Path
     - buffers and inverters
   * - Wire length of the first global-routing pass
     - 3930 um
   * - Share of power burned in registers
     - 0
   * - Total Power Consumption
     - 0.000596 W
   * - Layout cells sized above 1
     - 0.526
   * - Via density
     - 3.77
   * - DRT iter0 DRCs
     - 1
   * - Timing-limited maximum frequency
     - 0.859 GHz
   * - Net load switching power
     - 0.000129 W
   * - Leakage Power
     - 0.842 nW
   * - Maximum fanout encountered on the critical timing path
     - 4
   * - Internal power consumption
     - 0.000467 W
   * - Number of nets with antenna violations after detailed routing
     - 0
   * - Hold Path Depth
     - 3
   * - Worst-case vdd ir drop
     - 0.160 mV
   * - Fraction of power spent switching nets
     - 0.217
   * - Yosys cell types
     - 4
   * - Chip Area, Yosys
     - 544 um^2
   * - Yosys Instances
     - 36
   * - Combinational cell area excluding buffers and inverters
     - 480 um^2
   * - Area grow syn2layout
     - 182%
   * - Crit path launch type
     - input port
   * - Area enclosed by the die boundary
     - 6400 um^2
   * - Sum of routed wire length over all layers
     - 2660 um
   * - Actual slew at the worst max-slew pin
     - 0.109 ns
   * - Number of max-cap violations
     - 0
   * - Cell-by-cell trace of the critical path
     - buf_12 > buf_12 > buf_8 > mux2_4 > buf_6
   * - Number of warnings in the stage logs
     - 34
   * - Unrepaired setup endpoints after global routing
     - true
   * - Status
     - finished, violations left
   * - Flip-flops
     - 0
   * - Largest stage delay on the critical path
     - 0.29 ns
   * - Critical-path top delay cell
     - sky130_fd_sc_hd__mux2_4
   * - Initial DRT Pass Iterations
     - 2
   * - Post-Synthesis Cells
     - 36
   * - Cts hold-fix bufs
     - 0
   * - Worst Slack Setup Final
     - -0.164 ns
   * - Pre-CTS setup slack
     - -0.496 ns
   * - Number of global-route vias before repair
     - 726
   * - Count of input and output buffers
     - 97
   * - Antenna violations before repair
     - 0
   * - Non-filler cells, final
     - 181
   * - Mean instance size in the synthesized netlist
     - 15.1 um^2
   * - Arrival time of the worst setup path
     - 0.96 ns
   * - Final worst-path cycle share
     - 1.16
   * - Clock group share of total power
     - 0
   * - WP data required
     - 0.80 ns
   * - Via count
     - 683
   * - Hold EP
     - SrcB[29]
   * - # rows
     - 21
   * - Power density over the cells
     - 389 nW/um^2
   * - Relative slew slack
     - 0.927
   * - CP most frequent cell
     - sky130_fd_sc_hd__buf_12
   * - I/O pin count
     - 97
   * - Final Critical Period
     - 1.16 ns
   * - Failing checks
     - setup timing
   * - Storage element area
     - 0 um^2
   * - FP Core Util
     - 0.159
   * - Proportion of synthesized chip area in sequential cells
     - 0
   * - Combinational power share
     - 1.000
   * - Pin count of the biggest net entering global routing
     - 12
   * - CP bufs+invs
     - 4
   * - Critical path class
     - in2out
   * - Total of warnings raised by yosys
     - 0
==> through the flow <==
| step | cell area [um^2] | setup TNS [ns] |
|---|---|---|
| after floorplan | 544 | 0 |
| after global placement | 1520 | -15.28 |
| after detailed placement | 1520 | -15.37 |
| after CTS | 1490 | -3.30 |
| after global routing | 1530 | -3.60 |
| final | 1530 | -2.99 |
==> logic make-up after synthesis <==
family | Yosys count | share of synthesized area
buf+inv | 4 | 0.131
mux | 32 | 0.869
==> synthesized netlist by cell type, drive strengths merged <==
cell   n  share of area
mux2  32           0.87
buf    4           0.13
==> worst min-delay path, cell delays in order <==
cell                             delay (ns)
sky130_fd_sc_hd__dlymetal6s2s_1        0.08
sky130_fd_sc_hd__mux2_4                0.14
sky130_fd_sc_hd__buf_6                 0.08
==> power by group through the flow <==
stage	Sequential [W]	Combinational, W	Clock [W]
global route	0	0.000641	0
finish	0	0.000596	0
CTS	0	0.000584	0
==> layout by cell type (no fill, tap or decap) <==
| cell | n |
|---|---|
| sky130_fd_sc_hd__buf_12 | 2 |
| sky130_fd_sc_hd__buf_16 | 1 |
| sky130_fd_sc_hd__buf_2 | 10 |
| sky130_fd_sc_hd__buf_6 | 23 |
| sky130_fd_sc_hd__buf_8 | 3 |
| sky130_fd_sc_hd__clkdlybuf4s50_1 | 4 |
| sky130_fd_sc_hd__dlygate4sd2_1 | 58 |
| sky130_fd_sc_hd__dlymetal6s2s_1 | 2 |
| sky130_fd_sc_hd__mux2_4 | 32 |
==> repair_timing <==
item	4_1_cts	5_1_grt
resized	185	9
cloned	1	0
pin swaps	0	0
endpoints found under the setup margin	32	32
buffers inserted	3	0
==> how the worst max path moves through the flow <==
| stage | from | endpoint | cells past startpoint |
|---|---|---|---|
| final | ALUSrc | SrcB[12] | 5 |
| after global routing | ALUSrc | SrcB[12] | 5 |
| after CTS | ALUSrc | SrcB[12] | 5 |
==> cell type report <==
class,count,share of cell area
multi-input cells,32,0.313
well taps,46,0.0376
repair buffers,103,0.649
==> routing by layer <==
| layer | share of wire | GRT usage | routed length [um] |
|---|---|---|---|
| met4 | 0 | 0 | 0 |
| met2 | 0.50 | 0.136 | 1320 |
| met5 | 0 | 0 | 0 |
| met3 | 0.12 | 0.0284 | 332 |
| met1 | 0.38 | 0.0857 | 1000 |
Power is estimated from default activity; no workload was simulated.
