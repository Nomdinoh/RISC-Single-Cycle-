## flow/run.sh

```bash
#!/bin/bash
# OpenROAD 26Q1-2900-gdf79404cd8, Yosys 0.63+post, stock flow scripts
make -C /OpenROAD-flow-scripts/flow DESIGN_CONFIG=/design/flow/config.mk WORK_HOME=/design/flow/orfs finish
```

## flow/config.mk

```make
export PLATFORM = sky130hd
export DESIGN_NAME = WriteBack_MUX
export DESIGN_NICKNAME = WriteBack_MUX
export VERILOG_FILES = /design/flow/design.v
export SDC_FILE = /design/flow/constraint.sdc
export NUM_CORES = 4
export LEC_CHECK = 1
export CORE_AREA = 10 10 89 89
export DIE_AREA = 0 0 99 99
```

## flow/constraint.sdc

```tcl
current_design WriteBack_MUX

set clk_period 3.0
set clk_io_pct 0.2

create_clock -name clk0 -period $clk_period

set non_clock_inputs [all_inputs -no_clocks]
set_input_delay [expr $clk_period * $clk_io_pct] -clock clk0 $non_clock_inputs
set_output_delay [expr $clk_period * $clk_io_pct] -clock clk0 [all_outputs]
```

## flow/design.v

```verilog
`timescale 1ns / 1ps
module WriteBack_MUX(
input [1:0]ResultSrc,
input [31:0] ALUResult,
input [31:0] ReadData,
input [31:0] PCPlus4,
output [31:0] Result
    );
    assign Result = (ResultSrc == 2'b00) ? ALUResult :
                    (ResultSrc == 2'b01) ? ReadData :
                    (ResultSrc == 2'b10) ? PCPlus4 :  ALUResult ; 
endmodule
```

==> impl_metrics.tcl <==
# yosys + openroad results
set metrics [dict create \
    num_rows 28 \
    yosys.area.top_type_share_pct 88.8 \
    diodes 0 \
    n_clock_buffer 0 \
    final-comb-area_um2 961 \
    cp_data_arrival_time_ns 1.85 \
    track_usage_pct 8.80 \
    hold_class "input port to output port" \
    firstDrtPassIters 4 \
    rsz0062_at_grt "false" \
    p_leak_nw 1.11 \
    drc 0 \
    critPathCaptureType "output port" \
    fin_crit_sh_pct 81.8 \
    die_x_um 99 \
    core-area_um2 5990 \
    ys_chip_area_um2 1080 \
    ios 130 \
    grt_max_degree 29 \
    drt-total-wl_um 4680 \
    dpl.hpwl_um 4120 \
    synth_warnings 0 \
    drive_gt1_share_pct 2.61 \
    p_int_uw 253 \
    place.gp.congestion 0.746 \
    die_y_um 99 \
    min_period_ns 2.45 \
    worst_slew_pin_slew_ns 0.243 \
    slowest_delay_ns 0.50 \
    finalSetupViolCount 0 \
    postSynthCellCount 107 \
    warnings 32 \
    cp.required_ns 2.40 \
    regArea_um2 0 \
    grt_overflow 0 \
    slew_viol_final 0 \
    cts_hold_buf 0 \
    largest_area_cell "mux2i_1" \
    critPathSlowestCell "clkdlybuf4s50_1" \
    ant_nets 0 \
    die_area_um2 9800 \
    wire_per_inst_um 15.3 \
    post_cts_resized 0 \
    hold_ws_ns 1.88 \
    tns_ns 0 \
    initCoreUtil_pct 18.1 \
    post-route-util_pct 40.5 \
    cp_cell_sequence "buf_4 > buf_12 > mux2i_1 > mux2i_1 > clkdlybuf4s50_1" \
    crit_top_cell "mux2i_1" \
    relSlewSlack_pct 83.8 \
    worst-path-max-fanout 28 \
    cp-start-kind "input port" \
    vias_per_cell 4.27 \
    antenna_found_initial 0 \
    hold_viol_final 0 \
    cap_violations 0 \
    ys_cells 107 \
    drt_iter0_drc 50 \
    yosysUniqueCellTypes 5 \
    pwr-share-seq_pct 0 \
    vdd.ir_drop.worst_v 0.0000812 \
    switching_power_uw 91.7 \
    avgSynthCellArea_um2 10.1 \
    ys_seq_share_pct 0 \
    crit_type "input port to output port" \
    status "finished clean" \
    grt_pass1_wl_um 7330 \
    ff_count 0 \
    fin_cells 305 \
    p_sw_share_pct 26.6 \
    placed_cells 305 \
    fillCellCount 599 \
    max_freq_mhz 407 \
    topCellsByArea "mux2i_1 89%, buf_8 8.3%, buf_2 1.4%" \
    port_buffers 130 \
    syn2layout_area_growth_pct 124 \
    comb_power_share_pct 100.0 \
    powerDensity_nw_per_um2 142 \
    postCtsSetupBuffers 0 \
    path_delay_family "buffers and inverters" \
    num_vias 1301 \
    syn_area_um2 1080 \
    grt_pass1_vias 1423 \
    critPathBufInv 3 \
    pwr-share-clk_pct 0 \
]
Yosys cell counts:
cell type / n
buf_2: 3
buf_6: 1
buf_8: 6
clkbuf_2: 1
mux2i_1: 96
layout by cell type, fill, tap and decap left out:
cell	netlist	routed
buf_2	3	1
buf_4	0	1
clkdlybuf4s50_1	0	128
buf_12	0	4
mux2i_1	96	96
power groups by stage:
stage	registers, mW	logic (mW)	clock network, mW
CTS	0	0.351	0
global route	0	0.376	0
finish	0	0.344	0
worst paths after layout:
kind / startpoint / endpoint / slack, ns / cells after the start
max: ResultSrc[0] / Result[10] / 0.55 / 5
min: ResultSrc[1] / Result[27] / 1.88 / 3
layout make-up:
| class | instances | share of cell area (%) |
|---|---|---|
| Timing Repair Buffer | 134 | 56.6 |
| Tap cell | 75 | 3.86 |
| Multi-Input combinational cell | 96 | 39.6 |
kinds of logic (layout without fill, tap and decap cells):
family	count (synthesis)	in the layout	synth area share, %
buf+inv	11	134	11.2
mux	96	96	88.8
layer usage:
metal  wire (um)  GRT usage (%)  up-vias
met5           0              0        -
met4           0              0        0
met3         534           4.09        0
met2        2320           15.6       66
met1        1820           9.98      575
li1            -              -      660
tightest hold or removal path: cells and delay by family:
family | cells | cell delay, ns
buffers and inverters | 2 | 0.58
multiplexers | 1 | 0.09
stage by stage:
| step | setup WS, ns | instance area, um^2 | power, mW |
|---|---|---|---|
| final | 0.546 | 2430 | 0.344 |
| after CTS | 0.527 | 2430 | 0.351 |
| after global placement | 0.542 | 2430 | 0.349 |
| after floorplan | 1.25 | 1080 | 0.117 |
| after detailed placement | 0.523 | 2430 | 0.349 |
| after global routing | 0.417 | 2430 | 0.376 |
Power is estimated from default activity; no workload was simulated.
