<file path="flow/design.v">
`timescale 1ns / 1ps
module ALU(
    input [31:0] SrcAE, SrcBE,
    input [2:0] ALUControlE,
    output [31:0] ALUResult,
    output zero
    );
    wire [31:0] A_and_B, A_or_B, not_B,mux_1,sum;
    assign A_and_B = SrcAE & SrcBE;
    assign A_or_B = SrcAE | SrcBE;
    assign not_B = ~SrcBE;
    assign mux_1 = ( ALUControlE[0] ? not_B : SrcBE );
    assign sum = mux_1 + SrcAE + ALUControlE[0];
    assign ALUResult = ( ALUControlE[1:0]==2'b00) ? sum:
                        (ALUControlE[1:0]==2'b01) ? sum:
                        (ALUControlE[1:0]==2'b10) ? A_and_B:
                                                   A_or_B;
    assign zero = &(~ALUResult);                                           
endmodule
</file>
<file path="flow/run.sh">
#!/bin/bash
# OpenROAD 26Q1-2900-gdf79404cd8, Yosys 0.63+post, stock flow scripts
make -C /OpenROAD-flow-scripts/flow DESIGN_CONFIG=/design/flow/config.mk WORK_HOME=/design/flow/orfs finish
</file>
<file path="flow/config.mk">
export PLATFORM = sky130hd
export DESIGN_NAME = ALU
export DESIGN_NICKNAME = ALU
export VERILOG_FILES = /design/flow/design.v
export SDC_FILE = /design/flow/constraint.sdc
export NUM_CORES = 4
export LEC_CHECK = 1
export CORE_UTILIZATION = 50
</file>
<file path="flow/constraint.sdc">
current_design ALU

set clk_period 20.5
set clk_io_pct 0.2

create_clock -name clk0 -period $clk_period

set non_clock_inputs [all_inputs -no_clocks]
set_input_delay [expr $clk_period * $clk_io_pct] -clock clk0 $non_clock_inputs
set_output_delay [expr $clk_period * $clk_io_pct] -clock clk0 [all_outputs]
</file>
==> summary.txt <==
Purpose: to document the outcome of synthesis and place and route.

Status
The run finished with clean final reports.

Worst setup path
The critical-path cell with the highest stage delay is nor4_1. The worst path arrival time is approximately 9000 ps. The largest driver fanout on the critical path is 37.

The type of the worst setup path is input port to output port. Among cell families on the critical path, the largest total delay comes from simple AND/OR/NAND/NOR gates. Tracing the worst setup path back leads to its startpoint at ALUControlE[0]. The nature of the critical path endpoint is an output port.

The cell that appears most often on the critical path is or4_1. On the worst path, the slowest cell contributes a delay of 580 ps. The data required time of the critical path is between 15,000 and 20,000 ps. The critical path goes through buf_2, buf_4, mux2i_2, fa_1, nor2b_1, o2111a_1, or2_1, xnor2_1, o21ai_0, or4_1, or4_1, nor4_1, nand4b_1, nor4_2, clkdlybuf4s50_1. The worst setup path is launched from an input port. The sum of buffers and inverters on the critical path is 3.

Hold path
Checking hold timing, the worst path is listed with class input port to output port. In the hold report, the worst path ends at ALUResult[0]. The launch point of the worst min-delay path is recorded as SrcAE[0]. The worst hold path depth is 4.

Global routing
The initial antenna violation count is 0. The number of global-route vias before repair is approximately 2,900. The aggregate global-route resource usage is approximately a quarter. The maximum number of pins on one net before global-route repair is roughly 55.

The total overflow left after global routing is 0. The global-route wire length before repair is 12.8 mm.

Routing
The detailed-route wire length is roughly 7.6 mm. The detailed-routing iteration count for the pre-antenna-repair pass is 5. Antenna repair during routing inserted a diode count of 0. TritonRoute output was used to compute an average wire per cell of 13.5 µm. Across all layers, the routed design uses roughly 3,200 vias.

The detail route stage leaves a number of antenna-violating nets equal to 0. The DRC violation total left in the routed layout is recorded as 0. Detailed-route iteration 0 reported a violation count of 115. The script logs the ratio of routed vias to standard cells as 5.75.

Clocking
The cts-stage hold buffer count is 0. The number of setup buffers added after CTS is 0. The number of gates resized after CTS was 0.

Placed design
Port buffering added around 100 buffers. Detailed placement ended at an HPWL of around 6.3 mm. The global placer's final weighted congestion is between 0.9 and 1.

Die
The number of core rows is 27. The I/O pin total is approximately 100. The area of the core is 5570 µm². The chip footprint is slightly above 6000 µm². The die is approximately 78 µm wide. The overall die height is 78.3 µm. The core utilization at floorplan is between 50% and 60%.

Logic synthesis
During synthesis, Yosys emitted a total of 0 warnings. The post-synthesis average cell area is 7.08 µm². The sequential element share of the synthesized area is 0%.

The instance tally after logic synthesis is 411. The main area contributors are ha_1 (14%), xor2_1 (11%), maj3_1 (9.6%), o21ai_0 (6.5%), nand2_1 (5.3%). The synthesis area per yosys is about 2900 µm². ha_1 takes more of the synthesized area than any other cell. The top cell type's share of synthesized area is 14.2%. The synthesized netlist contains a little under 70 unique library cells. In this run the cell area of the synthesized design comes to a little under 3000 µm². The number of standard cells reported by yosys is a little over 400.

Timing
For reference, the final report shows the max-slew violation count at 0. The number of endpoints failing setup at the final stage is 0. The fmax is about 75 MHz.

The share of the cycle needed by the critical path after routing is 64.8%. The post-route setup TNS is 0 ps. The final critical-path required period is 13,280 ps. Setup repair after global routing left no endpoint under its margin. The worst hold slack is 9230 ps. Checking max transition, the worst relative margin is approximately 58%. The final-report hold violation count is 0. Looking at the max-slew report, the worst-margin pin has a slew of about 640 ps.

Run
Per the run summary, max-cap violations total 0. The number of warnings in the stage logs is 37.

Power
The leakage power is 1.52 nW. The worst IR drop on VDD is approximately 0.024 mV. For this design the ratio of total power to cell area is 37.6 nW/µm².

Final layout
Sequential cells placed in the final layout were counted as 0. The relative area change from synthesis to final layout is 34.5%. The finished layout reports a core utilization of roughly 70%. The final layout report lists a clock buffer count of 0. The layout report lists the combined flip-flop and latch area as 0 µm².

The share of post-route cells with drive strength above 1 is ~3.7%.
layout by cell type, fill, tap and decap left out, types with 4 or more instances in the layout:
cell type | netlist | layout
a21o_1 | 12 | 12
a21oi_1 | 30 | 30
o211ai_1 | 6 | 6
a31oi_1 | 4 | 4
ha_1 | 33 | 33
nor2_1 | 17 | 17
o21bai_1 | 7 | 7
nand4_1 | 6 | 6
nand3_1 | 9 | 9
nor4_1 | 4 | 4
xor2_1 | 36 | 36
o21ai_0 | 38 | 38
nand2_1 | 41 | 41
nor3_1 | 4 | 4
maj3_1 | 28 | 28
clkdlybuf4s50_1 | 0 | 98
nor2b_1 | 5 | 5
xnor2_1 | 17 | 17
inv_1 | 16 | 16
report_power, final:
group | internal [mW] | switching (mW) | total [mW] | leakage, nW
sequential | 0 | 0 | 0 | 0
combinational | 0.0772 | 0.0699 | 0.147 | 1.52
clock | 0 | 0 | 0 | 0
total | 0.0772 | 0.0699 | 0.147 | 1.52
layer usage:
layer	vias up	share of wire (%)	track usage (%)
li1	1707	-	-
met1	1458	49	35.8
met2	72	48	45.6
met3	0	2.8	0
met4	0	0	0
met5	-	0	0
per-stage QoR:
step	total power, mW	std cells	setup slack, ps	cell area [µm²]
floorplan	0.0909	411	7930	2910
global placement	0.145	563	7260	3920
detailed placement	0.146	563	7240	3920
CTS	0.147	563	7220	3920
global route	0.164	563	6970	3920
finish	0.147	563	7220	3920
synth_stat cells, types with 3 or more instances:
master     count
o31ai_1        3
nand3_1        9
o211ai_1       6
inv_1         16
o2111ai_1      3
ha_1          33
a21o_1        12
nand4b_1       3
nand2b_1       3
nor2_1        17
nand2_1       41
o21ai_1        3
or4_1          3
clkbuf_1      18
a311o_1        3
maj3_1        28
a21oi_1       30
or3_1          3
o21bai_1       7
nand4_1        6
o21a_1         3
xor2_1        36
nor3b_1        3
nor4_1         4
a31oi_1        4
or2_2          3
xnor2_1       17
nor3_1         4
nor2b_1        5
o21ai_0       38
worst max path at each step:
stage | end | slack, ps | depth (start not counted)
after CTS | zero | 7220 | 15
after global routing | zero | 6970 | 15
final | zero | 7220 | 15
area by class of cell:
type / instances / area, µm²
Tap cell: 72 / 90.1
Inverter: 17 / 63.8
Fill cell: 484 / 1660
Multi-Input combinational cell: 373 / 2760
Timing Repair Buffer: 101 / 1000
cell families after synthesis:
group           share of synthesized area, %
simple gates                            20.8
compound gates                          32.0
buf+inv                                 5.20
fa+ha+maj                               24.5
xor+xnor                                15.9
mux                                     1.55
tightest hold or removal path: stages:
cell and delay, ps:
clkdlybuf4s50_1 440, nand2_1 90, a31oi_1 100, clkdlybuf4s50_1 400
No activity file was given, so power comes from the tool's default toggle rates.
